## config.mk

```make
export PLATFORM = sky130hd
export DESIGN_NAME = timer_8bit
export DESIGN_NICKNAME = timer_8bit
export VERILOG_FILES = /design/flow/design.v
export SDC_FILE = /design/flow/constraint.sdc
export NUM_CORES = 4
export LEC_CHECK = 1
export CORE_AREA = 10 10 97 97
export DIE_AREA = 0 0 107 107
export SYNTH_HDL_FRONTEND = slang
```

## constraint.sdc

```tcl
current_design timer_8bit

set clk_period 4.1
set clk_io_pct 0.2

create_clock -name clk0 -period $clk_period [get_ports {clk}]

set non_clock_inputs [all_inputs -no_clocks]
set_input_delay [expr $clk_period * $clk_io_pct] -clock clk0 $non_clock_inputs
set_output_delay [expr $clk_period * $clk_io_pct] -clock clk0 [all_outputs]
```

## design.v

```verilog
`timescale 1ps/1ps
module apb_controller (
	input			clk,
	input			rst_n,
	input			psel,
	input			pwrite,
	input			penable,
	input	[7:0]		paddr,
	input	[7:0]		pwdata,
	output	reg [7:0]	prdata,
	output	reg 		pready,
	output	reg 		pslverr,
	output	[7:0]		start_counter,
	output			load,
	output			up_down,
	output			enable,
	output	[1:0]		clk_sel,
	input			overflow,
	input			underflow,
	output	reg		clr_overflow,
	output	reg		clr_underflow
);
localparam		IDLE 	= 0,
			SETUP	= 1,
			ACCESS	= 2;
reg	[1:0]		state; 
reg	[1:0]		next_state; 
reg	[7:0]		reg_TDR, reg_TCR, reg_TSR;
always @ (*) begin
	case (state)
	IDLE: begin
		if (psel & !penable)
			next_state	= SETUP;
		else
			next_state	= IDLE;
	end
	SETUP: begin
		if (psel & penable)
			next_state	= ACCESS;
		else
                        next_state	= IDLE;
	end
	ACCESS:
		next_state		= IDLE;
	default:
		next_state		= IDLE;
	endcase
end
always @ (posedge clk) begin
	if (!rst_n)
		state			<= IDLE;
	else
		state			<= next_state;
end
always @ (posedge clk) begin
	if (!rst_n) begin
		reg_TDR			<= 0;
		reg_TCR			<= 0;
		reg_TSR			<= 0;
		clr_overflow		<= 0;
		clr_underflow		<= 0;
	end
	else begin
		if ((state == ACCESS) & psel & penable & pwrite) begin 
			reg_TDR		<= (paddr == 0)? pwdata : reg_TDR;
                        reg_TCR         <= (paddr == 1)? pwdata & 8'hb3: reg_TCR;
		end
		else begin
                        reg_TDR         <= reg_TDR;
                        reg_TCR         <= reg_TCR;
		end
                if ((state == ACCESS) & psel & penable & pwrite) begin 
                        reg_TSR         <= (paddr == 2)? pwdata & 8'h00 : reg_TSR;
                end
                else begin
                        reg_TSR         <= {6'b0, underflow, overflow};
                end
		if ((state == ACCESS) & psel & penable & pwrite & (paddr == 2) & (pwdata[0] == 1))
			clr_overflow	<= 1;
		else
			clr_overflow	<= 0;
                if ((state == ACCESS) & psel & penable & pwrite & (paddr == 2) & (pwdata[1] == 1))  
                        clr_underflow    <= 1;
                else
                        clr_underflow    <= 0;
	end
end
always @ (posedge clk) begin
	if (!rst_n)
		prdata			<= 0;
	else begin
		if ((state == ACCESS) & psel & penable & !pwrite) begin
			case (paddr)
			0: prdata	<= reg_TDR;
			1: prdata	<= reg_TCR;
                        2: prdata       <= reg_TSR;
			default: prdata	<= 0;
			endcase
		end
		else
			prdata		<= prdata;
	end
end
always @ (posedge clk) begin
	if (!rst_n) begin
		pready			<= 0;
		pslverr			<= 0;
	end
	else begin
		pready			<= (state == ACCESS);
		pslverr			<= (state == ACCESS) & psel & penable & (paddr > 2);
	end
end
assign	start_counter			= reg_TDR;
assign	load				= reg_TCR[7];
assign	up_down				= reg_TCR[5];
assign	enable				= reg_TCR[4];
assign	clk_sel				= reg_TCR[1:0];
endmodule
`timescale 1ps/1ps
module clock_selection (
	input			clk,
	input			rst_n,
	input		[3:0]	clk_in,
	input		[1:0]	clk_sel,
	output	reg		clk_ena
);
reg	[3:0]		clk_in_d1;
reg	[3:0]		clk_in_ena;
always @ (posedge clk) begin
	clk_in_d1			<= clk_in;
	clk_in_ena			<= clk_in & ~clk_in_d1;
end
always @ (posedge clk) begin
	if (!rst_n)
		clk_ena			<= 0;
	else begin
		case (clk_sel)
		0: clk_ena		<= clk_in_ena[0];
		1: clk_ena		<= clk_in_ena[1];
		2: clk_ena		<= clk_in_ena[2];
		3: clk_ena		<= clk_in_ena[3];
		default: clk_ena	<= 0;
		endcase
	end
end
endmodule
`timescale 1ps/1ps
module counter (
	input		clk,
	input		rst_n,
	input		clk_ena,
	input	[7:0]	start_counter,
	input		up_down,
	input		load,
	input		enable,
	input		clr_overflow,
	input		clr_underflow,
	output	reg	overflow,
	output	reg	underflow
);
reg	[7:0]		reg_TCNT;
reg	[7:0]		reg_TCNT_d1;
reg 			load_d1;
always @ (posedge clk) begin
	if (!rst_n) begin
		reg_TCNT			<= 0;
		overflow			<= 0;
		underflow			<= 0;
		reg_TCNT_d1			<= 0;
		load_d1				<= 0;
	end
	else begin
		if (load)
			reg_TCNT		<= start_counter;
		else if (enable & clk_ena) begin
			if (up_down)
				reg_TCNT	<= reg_TCNT + 1;
			else
				reg_TCNT	<= reg_TCNT - 1;
		end
		load_d1				<= load;
		reg_TCNT_d1			<= reg_TCNT;
		if (clr_overflow)
			overflow		<= 0;
		else if ((reg_TCNT == 0) & (reg_TCNT_d1 == 255) & !load_d1)
			overflow		<= 1;
		if (clr_underflow)
			underflow		<= 0;
		else if ((reg_TCNT == 255) & (reg_TCNT_d1 == 0) & !load_d1)
			underflow		<= 1;
	end
end
endmodule
`timescale 1ps/1ps
module timer_8bit (
	input		clk,
	input		rst_n,
	input	[3:0]	clk_in,
	input		penable,
	input		psel,
	input		pwrite,
	input	[7:0]	paddr,
	input	[7:0]	pwdata,
	output	[7:0]	prdata,
	output		pready,
	output		pslverr
);
wire	[7:0]		start_counter;
wire			load, up_down, enable;
wire	[1:0]		clk_sel;
wire			overflow, underflow;
wire			clk_ena;
apb_controller apb_controller_i (
	.clk(clk),
	.rst_n(rst_n),
	.penable(penable),
	.psel(psel),
	.pwrite(pwrite),
	.paddr(paddr),
	.pwdata(pwdata),
	.prdata(prdata),
	.pready(pready),
	.pslverr(pslverr),
	.start_counter(start_counter),
	.load(load),
	.up_down(up_down),
	.enable(enable),
	.clk_sel(clk_sel),
	.overflow(overflow),
	.underflow(underflow)
);
counter counter_i (
	.clk(clk),
	.rst_n(rst_n),
	.clk_ena(clk_ena),
	.start_counter(start_counter),
	.load(load),
        .up_down(up_down),
        .enable(enable),
        .overflow(overflow),
        .underflow(underflow)	
);
clock_selection clock_selection_i (
	.clk(clk),
        .rst_n(rst_n),
	.clk_in(clk_in),
	.clk_sel(clk_sel),
	.clk_ena(clk_ena)
);
endmodule
```

## run.sh

```bash
#!/bin/bash
# OpenROAD 26Q1-2900-gdf79404cd8, Yosys 0.63+post, stock flow scripts
make -C /OpenROAD-flow-scripts/flow DESIGN_CONFIG=/design/flow/config.mk WORK_HOME=/design/flow/orfs finish
```

==> git commit body <==
Record implementation results from latest flow run

- The layout summary lists the proportion of cells stronger than drive strength 1 as 4.67%.
* Met1 layer usage reported by global route: 6.05%
* Post-place setup slack: 1.47 ns
- Entering global routing, the biggest net connects 37 pins.
- Total setup violations reported at the end of the flow: 0
- DR DRC count: 0
- Highest achievable clock rate: 428 MHz
- For this run the detailed placement stage logged an HPWL of 2130 µm.
- Antenna diode count: 0
- Leak: 0.580 nW
- Across all layers, the routed design uses 919 vias.
- In the Yosys stats the netlist draws on 25 distinct library cells.
- Cts-stage hold buffer count: 0
- Counting flops with a built-in enable in the synthesized netlist gives 0.
- HP Class: reg -> reg
- Core area: 0.00729 mm²
* Post-synthesis cell area: 0.00112 mm²
- Die Width: 107 µm
* Clock tree from TritonCTS: done
- Crit path DRT: 4.30 ns
- RSZ-0062 raised after global routing: false
* Via count of the first global-routing pass: 910
* Residual overflow from global routing: 0
- MaxCap Viol Count: 0
- The initial antenna violation count came to 0.
- The routed design shows a wire length per standard cell of 10.9 µm.
- Setup Fix Bufs, Post-CTS: 0
* Initial DRC Count: 30
- The synthesis report lists the Yosys warning total as 2.
* Post-Synthesis Mean Instance Area: 9.37 µm²
* First-pass detailed-route iteration total: 3
- Per the summary, power density relative to cell area is 317 mW/mm².
- Layout overhead on the synthesized area: 42.4%
* Area reported by Yosys stat: 0.00112 mm²
- Async set-or-reset flop fraction in the synthesized netlist: 0%
* Global-route wire length before repair: 4600 µm
- Yosys reports that the most numerous cell types are sky130_fd_sc_hd__dfxtp_1 (26), sky130_fd_sc_hd__nand2_1 (26), sky130_fd_sc_hd__mux2i_1 (14).
- Arrival time of the worst setup path: 2.54 ns
* Remaining antenna violation count: 0
* Headroom to the max-slew limit: 63.9%
- Number of buffers on the longest clock path: 2
* Critical path fanouts, max: 8
* Largest cells by area: sky130_fd_sc_hd__dfxtp_1 (46%), sky130_fd_sc_hd__mux2i_1 (12%), sky130_fd_sc_hd__nand2_1 (8.7%), sky130_fd_sc_hd__o221ai_1 (3.9%), sky130_fd_sc_hd__inv_1 (3.3%)
- Die area: 0.0114 mm²
* Root buf cell: sky130_fd_sc_hd__clkbuf_8
- In the final run the clock tree shows a worst skew of 0.00399 ns.
- Number of H-tree branching levels: 1
* Inserted Clock Buffers: 3
- Worst vdd rail ir drop: 0.0916 mV
- Total number of clock tree sinks: 26
* Latency at later pin: 0.27 ns
- Post-CTS repair changed the size of 0 cells.
- The final weighted congestion recorded by global placement is 0.753.
* Number of port buffers: 30
- After synthesis, flip-flops and latches occupy 46.3% of the total area.
- WHS: 0.460 ns
- Dividing the detail-routed via count by the number of cells gives 3.69.
- STA classifies the critical path endpoint as a register.
- For this run, the slowest stage of the critical path takes 0.55 ns.
* Row cnt: 31
- The die is 107 µm tall.
* Final-report max-slew violation count: 0
- After routing, the total negative slack on setup checks comes to 0 ns.
- Most used flip-flop cell: sky130_fd_sc_hd__dfxtp_1
* Launching element type of the critical path: input pin
- After layout, the worst path uses 57.0% of the clock period.
* Tightest Pin Transition: 0.538 ns
* Post-route setup slack: 1.76 ns
* Library cell with the largest summed area after synthesis: sky130_fd_sc_hd__dfxtp_1
- The smallest clock period supported by the final layout is computed as 2.34 ns.
* Met2 track demand over resource in global routing: 8.60%
- met3 track demand over resource after global routing is 0.970%.
- Cell-by-cell trace of the critical path: clkdlybuf4s50_1 -> nor4_4 -> and4_1 -> mux2i_1
- After synthesis the netlist holds a flip-flop and latch count of 26.
- Per the GRT log, the top usage layer is met2.
* Core Density at Floorplan: 15.4%
- Synthesized netlist cell count: 120
- The tool warning count for the run is 29.
* GRT Overall Usage: 4.87%
* CP Class: in -> reg
* CP max-delay cell: sky130_fd_sc_hd__nor4_4
* CTS clk-pin slew, worst paths: 0.09 ns
- The flow ran to the end, and the final reports show no timing, DRC or antenna violations.
- The synthesized netlist was found by Yosys to have 120 cells.
- According to the I/O placement log, the pin count is 35.
- The top cell type by area accounts for 46.3% of the synthesized area.
- The final hold violation count recorded for this run is 0.
- Wires add up to 2730 µm.
[metal layers]
| metal | vias up | wire (µm) |
|---|---|---|
| li1 | 483 | - |
| met3 | 4 | 89 |
| met1 | 415 | 1280 |
| met4 | 0 | 48 |
| met2 | 17 | 1310 |
| met5 | - | 0 |
[worst paths after layout]
| check | startpoint | to | slack [ns] | cells past startpoint |
|---|---|---|---|---|
| worst min-delay path | apb_controller_i.reg_TCR[5] | apb_controller_i.reg_TCR[5] | 0.46 | 2 |
| worst max register to register | apb_controller_i.state[1] | apb_controller_i.reg_TCR[0] | 2.77 | 3 |
| worst min register to register | apb_controller_i.reg_TCR[5] | apb_controller_i.reg_TCR[5] | 0.46 | 2 |
| worst max-delay path | paddr[3] | apb_controller_i.reg_TCR[0] | 1.76 | 4 |
[logic make-up after synthesis]
family,Yosys count,share of synthesized area [%]
compound gates,10,7.23
buf+inv,15,5.67
flops,26,46.3
mux,14,12.5
simple gates,55,28.4
[area by class of cell]
cell class	count	area (µm²)
clock buffers	3	41.3
repair buffers	31	308
inverters	10	37.5
multi-input cells	79	541
flip-flops and latches	26	520
fillers	821	5690
clock inverters	1	30.0
well taps	99	124
[metrics by stage]
step | utilization, % | power [mW] | instances | instance area, µm²
floorplan | - | 0.274 | 120 | 1120
global placement | 21.0 | 0.300 | 245 | 1530
detailed placement | 21.0 | 0.300 | 245 | 1530
CTS | 22.0 | 0.514 | 249 | 1600
global route | 22.0 | 0.524 | 249 | 1600
finish | 22.0 | 0.507 | 249 | 1600
[flip-flops by register name (all words and copies together) (netlist names)]
register                        cells
apb_controller_i.prdata             8
apb_controller_i.pslverr            1
apb_controller_i.reg_TCR            5
apb_controller_i.start_counter      8
apb_controller_i.state              3
apb_controller_i.pready             1
[report_power, final]
group / internal, mW / leakage, nW / switching, mW
logic: 0.0229 / 0.334 / 0.0164
registers: 0.254 / 0.210 / 0.000891
clock network: 0.131 / 0.0357 / 0.0827
[worst max-delay path: cells and delay by family]
family                 cells  cell delay [ns]
and+or+nand+nor            2             1.07
muxes                      1             0.22
buffers and inverters      1             0.44
[cells in the final DEF (no fill, tap or decap), types with 2 or more instances in the layout]
master                            Yosys  final
sky130_fd_sc_hd__a21boi_0             3      3
sky130_fd_sc_hd__and2_1               2      2
sky130_fd_sc_hd__clkbuf_8             0      3
sky130_fd_sc_hd__nor2b_1              4      4
sky130_fd_sc_hd__nand4_1              5      5
sky130_fd_sc_hd__and4_1               2      2
sky130_fd_sc_hd__clkdlybuf4s50_1      0     30
sky130_fd_sc_hd__nand2_1             26     26
sky130_fd_sc_hd__dfxtp_1             26     26
sky130_fd_sc_hd__o221ai_1             5      5
sky130_fd_sc_hd__nand3_1              5      5
sky130_fd_sc_hd__mux2i_1             14     14
sky130_fd_sc_hd__inv_1               10     10
sky130_fd_sc_hd__and4b_1              2      2
Power and IR drop assume default switching activity.
